[flow/design.v]
`timescale 1ns / 1ps
module counter(
    input clk,
    input rst,
    input up,
    output reg [w-1:0] count = 0
    );
    parameter N = 10;
    localparam w = $clog2(N);
always @ (posedge clk)
    if (rst)
        count <= 0;
    else if (up)
        if (count == N-1)
            count <= 0;
        else
            count <= count + 1;
    else
        if (count == 0)
            count <= N-1;
        else
            count <= count - 1;    
endmodule
[flow/run.sh]
#!/bin/bash
# OpenROAD 26Q1-2900-gdf79404cd8, Yosys 0.63+post, stock flow scripts
make -C /OpenROAD-flow-scripts/flow DESIGN_CONFIG=/design/flow/config.mk WORK_HOME=/design/flow/orfs finish
[flow/config.mk]
export PLATFORM = sky130hd
export DESIGN_NAME = counter
export DESIGN_NICKNAME = counter
export VERILOG_FILES = /design/flow/design.v
export SDC_FILE = /design/flow/constraint.sdc
export NUM_CORES = 4
export LEC_CHECK = 1
export CORE_AREA = 10 10 70 70
export DIE_AREA = 0 0 80 80
[flow/constraint.sdc]
current_design counter

set clk_period 2.0
set clk_io_pct 0.2

create_clock -name clk0 -period $clk_period [get_ports {clk}]

set non_clock_inputs [all_inputs -no_clocks]
set_input_delay [expr $clk_period * $clk_io_pct] -clock clk0 $non_clock_inputs
set_output_delay [expr $clk_period * $clk_io_pct] -clock clk0 [all_outputs]
==> Changelog: implementation <==
### Physical design

* Cell area power density at 684 mW/mm^2
* Global router's overall resource usage at under 10%
* Worst setup slack before clock tree synthesis at between 200 and 300 ps
* Cell total in the yosys stat output at 28
* Class of the most critical hold timing path: reg -> reg
* Instance area after placement at 344 um^2
* Yosys reg bits at 4
* Worst Setup Path Type: reg -> out
* Number of OpenROAD warnings at 25
* Rel. slew slack at 78.8%
* Ports placed on the boundary at 7
* FP Util at 6.96%
* Startpoint of the worst register-to-register path: count[0]$_SDFF_PP0_
* Yosys warning total at 1
* CTS Buffer Depth at 2
* Global-route wire length before repair at around 800 um
* Summed negative setup slack over all endpoints at 0 ps
* Number of remaining DRC errors at 0
* Switching share of total power at 25.1%
* Cell type with the largest total area: sky130_fd_sc_hd__dfxtp_1
* Die Ht at 80 um
* Final weighted congestion of routability-driven global placement at 0.692
* Time the worst path needs with I/O delays and setup at 1650 ps
* Avg Synthesized Cell Area at roughly 8.5 um^2
* Non-Filler Cell Area, Final at 367 um^2
* Worst path buffer plus inverter count at 1
* Chip area line of the yosys report at ~240 um^2
* Number of CTS-inserted buffers at 3
* Die Outline Area at 0.00640 mm^2
* Netlist area before placement at about 240 um^2
* Input/output buffers at 6
* Largest cells by area after synthesis: sky130_fd_sc_hd__dfxtp_1 34%, sky130_fd_sc_hd__buf_6 4.7%, sky130_fd_sc_hd__a21oi_1 4.2%, sky130_fd_sc_hd__and4b_1 4.2%, sky130_fd_sc_hd__o21ai_0 4.2%
* Placed cells at 79
* Critical hold path startpoint: count[0]$_SDFF_PP0_
* Worst setup skew after layout at 2.05 ps
* Largest registers: count x4
* Routed wirelength normalized by instance count at between 6 and 7 um
* Hold buffer count at cts at 0
* Fraction of the core area covered by cells at the end of the flow at 10.7%
* Top fanout value on the critical path at 10
* Internal power summed over all cells at around 190 uW
* Number of antenna violations at the first check in global routing at 0
* Clk Tree Root Cell: sky130_fd_sc_hd__clkbuf_4
* Origin of the worst setup path: count[0]$_SDFF_PP0_
* Maximum achievable frequency at about 600 MHz
* Cell resize tally after clock tree synthesis at 0
* Register bank with the most flops: count
* Standard cell with the maximum stage delay on the critical path: sky130_fd_sc_hd__clkdlybuf4s50_1
* Final count of pins violating max slew at 0
* TritonCTS clock tree: built
* Remaining global-route overflow at 0
* Arrival time worst endpoint at 1250 ps
* Clock tree sinks at 4
* Area of the core region at 0.00342 mm^2
* Static power due to leakage at 0.000113 uW
* Number of inserted filler cells in the final layout at 397
* Post-route non-filler standard cell count at 82
* Routed vias at 237
* Max reg flops at 4
* X dimension of the die at 80 um
* Worst-Skew Late Latency at 230 ps
* Outcome: finished, final reports clean
* Critical path, cell by cell: clkdlybuf4s50_1
* Net Switching at 62.9 uW
* Count of unique library cells instantiated by Yosys at 22
* Clock input transition at the sequential cells of the worst setup and hold paths at 40 ps
* Sequential cell area fraction in the yosys report at 33.7%
* Count of antenna diodes in the layout at 0
* Via/cell ratio at around 2.9
* Endpoints failing hold at 0
* Part of the power in combinational logic at 18.6%
* Worst slew pin tran at 318 ps
* Share of cells above drive strength 1 at 13.9%
* Post-layout worst setup margin at 346 ps
* Post-route clock period utilization at 82.7%
* # Post-CTS Setup Buffers at 0
* Max cap viols at 0
* Largest vdd supply drop at 0.0916 mV
* Number of nets still failing antenna checks after routing at 0
* Crit end category: output pin
* Largest net degree at the start of global routing at 11
* Required time worst endpoint at 1600 ps
* Final number of setup-violating endpoints at 0
* Part of the power in registers at 41.7%
* Worst path max stage delay at about 530 ps
* Nature of the critical path startpoint: flip-flop
* Cell Rows at 21
* Number of global-route vias before repair at 175
* Post-synthesis to final-layout area growth at 54.2%
* First-pass iteration count of the detailed router at 4
* Overall routed net length at about 530 um
* Portion of synthesized cell area occupied by the leading cell type at 33.7%
* Iteration-0 DRC Markers at 13
* Share of total power in the clock network at 39.7%
* Crit-path leading delay family: buffers and inverters
* RSZ-0062 raised after global routing: false
* CTS H-Tree Depth at 1
* Gate Count Post-Synth at 28
per-stage QoR:
stage	hold WS, ps	total power (uW)
after floorplan	467	128
after global placement	538	152
after detailed placement	545	153
after CTS	554	257
after global routing	593	268
final	554	251
routing by layer:
layer	track usage (%)	wire length (um)	up-vias
met5	0	0	-
met3	0.568	71	0
met2	1.69	213	11
li1	-	-	118
met1	2.13	246	108
met4	0.704	0	0
cell usage after synthesis, drive strengths merged:
library cell	instances
o31a	1
dfxtp	4
a311oi	1
inv	2
xnor2	1
or2	1
nor2	1
and4b	1
o211ai	1
nand3	1
or3	1
o21ai	2
xor2	1
a21boi	1
a31oi	1
nand3b	1
nand2	1
a21oi	2
buf	1
nor2b	1
nor3	1
and2b	1
final cells by class:
class | instances | area [um^2] | share of cell area [%]
flip-flops and latches | 4 | 80.1 | 21.8
clock buffers | 3 | 22.5 | 6.14
inverters | 2 | 7.51 | 2.05
well taps | 46 | 57.6 | 15.7
multi-input cells | 21 | 139 | 37.9
repair buffers | 6 | 60.1 | 16.4
placed cells by master, fill, tap and decap left out:
cell                              Yosys  layout
sky130_fd_sc_hd__clkdlybuf4s50_1      0       6
sky130_fd_sc_hd__dfxtp_1              4       4
sky130_fd_sc_hd__clkbuf_4             0       3
sky130_fd_sc_hd__inv_1                2       2
sky130_fd_sc_hd__a21oi_1              2       2
sky130_fd_sc_hd__o21ai_0              2       2
sky130_fd_sc_hd__nand3_1              1       1
sky130_fd_sc_hd__nor3_1               1       1
sky130_fd_sc_hd__nand2_1              1       1
sky130_fd_sc_hd__or3_1                1       1
sky130_fd_sc_hd__a311oi_1             1       1
sky130_fd_sc_hd__xor2_1               1       1
sky130_fd_sc_hd__xnor2_1              1       1
sky130_fd_sc_hd__o211ai_1             1       1
sky130_fd_sc_hd__or2_2                1       1
sky130_fd_sc_hd__nand3b_1             1       1
sky130_fd_sc_hd__o31a_1               1       1
sky130_fd_sc_hd__and2b_2              1       1
sky130_fd_sc_hd__a21boi_0             1       1
sky130_fd_sc_hd__and4b_1              1       1
sky130_fd_sc_hd__nor2b_1              1       1
sky130_fd_sc_hd__a31oi_1              1       1
sky130_fd_sc_hd__nor2_1               1       1
power groups by stage:
| stage | Clock, uW | Combinational [uW] | Sequential [uW] |
|---|---|---|---|
| 6_report | 99.6 | 46.6 | 105 |
| 5_1_grt | 108 | 52.6 | 107 |
| 4_1_cts | 106 | 47.3 | 104 |
cell families (layout without fill, tap and decap cells):
logic type / Yosys count / after routing / share of synthesized area, %
and+or+nand+nor: 10 / 10 / 26.3
AOI/OAI and AO/OA: 9 / 9 / 24.7
DFF: 4 / 4 / 33.7
buffers and inverters: 3 / 11 / 7.90
xor gates and xnor gates: 2 / 2 / 7.37
path summary, 6_finish.rpt:
kind                         endpoint  slack (ps)  cells after the start
setup / recovery             count[0]         350                      1
hold reg to reg   count[0]$_SDFF_PP0_         550                      1
hold / removal    count[0]$_SDFF_PP0_         550                      1
setup reg to reg  count[3]$_SDFF_PP0_         780                      3
Power and IR drop assume default switching activity.
