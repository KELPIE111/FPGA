<file path="design/flow/run.sh">
#!/bin/bash
# OpenROAD 26Q1-2900-gdf79404cd8, Yosys 0.63+post, stock flow scripts
make -C /OpenROAD-flow-scripts/flow DESIGN_CONFIG=/design/flow/config.mk WORK_HOME=/design/flow/orfs finish
</file>
<file path="design/flow/config.mk">
export PLATFORM = sky130hd
export DESIGN_NAME = shift_register
export DESIGN_NICKNAME = shift_register
export VERILOG_FILES = /design/flow/design.v
export SDC_FILE = /design/flow/constraint.sdc
export NUM_CORES = 4
export LEC_CHECK = 1
export CORE_AREA = 10 10 70 70
export DIE_AREA = 0 0 80 80
</file>
<file path="design/flow/constraint.sdc">
current_design shift_register

set clk_period 1.2
set clk_io_pct 0.2

create_clock -name clk0 -period $clk_period [get_ports {clk}]

set non_clock_inputs [all_inputs -no_clocks]
set_input_delay [expr $clk_period * $clk_io_pct] -clock clk0 $non_clock_inputs
set_output_delay [expr $clk_period * $clk_io_pct] -clock clk0 [all_outputs]
</file>
<file path="design/flow/design.v">
`timescale 1ns / 1ps
module shift_register(
    input clk,
    input [1:0] S,
    input [7:0] D,
    output reg [7:0] Q 
    );
    always @ (posedge clk)
    if (S[1])
        Q <= D;
    else if (S[0])
        Q <= {Q[6:0], Q[7]};
    else
        Q <= {Q[0], Q[7:1]};
endmodule
</file>
==> Flow_metrics.wiki <==
=== Physical design figures ===
{| class="wikitable"
! Metric !! Value
|-
| Startpoint of the lowest-slack hold path || D[5]
|-
| Post-synthesis instance total || 34
|-
| Placed cell areas || 583.1 sq um
|-
| WHS Path Cells || 3
|-
| Cell type contributing the most total cell area after synthesis || dfxtp_1
|-
| Inserted Clock Buffers || 3
|-
| Total of max-cap violations || 0
|-
| Die extent in x || 80 um
|-
| Sinks on the clock net || 8
|-
| Startpoint of the lowest-slack register-to-register path || Q[1]
|-
| Count of port buffers added during placement || 18
|-
| Largest fanout on the critical path || 3
|-
| Fraction of final layout cells sized beyond drive strength 1 || 0.3226
|-
| Dominant delay contributor by cell family on the critical path || flip-flops
|-
| Share of the cycle needed by the critical path after routing || 0.8845
|-
| Crit path largest cell delay || 0.32 ns
|-
| Warnings from Yosys || 1
|-
| Flip-flop and latch area || 170.2 sq um
|-
| Remaining Overflow, GRT || 0
|-
| Clock transition at path regs || 0.05 ns
|-
| Slew at the pin closest to its max-slew limit || 0.1407 ns
|-
| Worst-case vdd ir drop || 191.7 uV
|-
| Routability-driven placement congestion ratio || 0.6412
|-
| Synthesized area divided by synthesized cell count || 9.789 sq um
|-
| Clk Tree Root Cell || clkbuf_4
|-
| Share of the synthesized area in the top cell type || 0.4812
|-
| Synth Cell Area || 332.8 sq um
|-
| Gate power share || 0.251
|-
| Number of slew-limit violations in the final report || 0
|-
| Worst-path cell chain || dlygate4sd2_1
|-
| Critical Path Slowest Stage Cell || dfxtp_2
|-
| Hold/Removal Path Class || primary input to register
|-
| Top cells by area || dfxtp_1 (48%), mux2i_1 (24%), o21ai_1 (12%), nand2_1 (9.0%), buf_6 (6.8%)
|-
| Highest metal layer used by the detailed router || met4
|-
| Clock power frac || 0.288
|-
| Detail Route Antenna Nets || 0
|-
| Leakage dissipation || 0.2913 nW
|-
| Number of iterations in the first detailed-routing pass || 2
|-
| Final worst-path setup slack || 0.1386 ns
|-
| Synthesis-to-layout area growth || 95.49%
|-
| Switching Power || 0.1572 mW
|-
| Sum of net half-perimeters after detailed placement || 882.5 um
|-
| Proportion of synthesized chip area in sequential cells || 0.4812
|-
| Buffer-and-inverter tally for the worst setup path || 1
|-
| Switching Fraction || 0.2277
|-
| Worst EP arrival || 0.82 ns
|-
| #FFs+latches synth || 8
|-
| Die Ht || 80 um
|-
| Starting density of the core || 0.09744
|-
| Fmax achieved || 942.1 MHz
|-
| Die Area || 0.006400 sq mm
|-
| Worst reg2reg path endpoint || Q[2]
|-
| Comb area || 150.1 sq um
|-
| Post-route met1 wirelength || 411 um
|-
| Unrepaired setup endpoints after global routing || no
|-
| First-pass GRT wire length || 1.711 mm
|-
| Total setup violations reported at the end of the flow || 0
|-
| Final hold violation count || 0
|-
| Largest regs || Q x8
|-
| Global-route usage over all layers || 0.03275
|-
| Core area || 0.003416 sq mm
|-
| Status || finished, final reports clean
|-
| Most flops, register || Q
|-
| Number of antenna violations at the first check in global routing || 0
|-
| Row count || 21
|-
| TritonCTS clock tree || yes
|-
| Count of warning messages emitted by the tools || 25
|-
| CP Launch Type || register
|-
| Worst Clk Skew || 0.001035 ns
|-
| Overall routed net length || 1.092 mm
|-
| Slew Limit Headroom || 0.9035
|-
| Depth of the worst register-to-register path || 3
|-
| Non-Filler Cell Area, Final || 650.6 sq um
|-
| DRC marker count from the first detailed-route iteration || 58
|-
| PD cells || 1061 mW/mm^2
|-
| End point of the most critical hold path || Q[5]
|-
| Crit end category || primary output
|-
| Pin count of the biggest net entering global routing || 17
|-
| Count of H-tree levels built during CTS || 1
|-
| Required time at the worst-slack endpoint || 0.96 ns
|-
| Flip-flop count of the largest register after layout || 8
|-
| CP startpoint || Q[7]
|-
| Routed length per placed instance || 10.11 um
|-
| Clock Latency Late Sink || 0.25 ns
|-
| Post-route minimum period || 1.061 ns
|-
| Critical setup path kind || register to primary output
|-
| Clock buffer depth || 2
|-
| Diodes inserted || 0
|-
| Fillers || 384
|-
| Post-synth cell types || 5
|-
| Worst setup slack for register-to-register paths || 0.44 ns
|-
| Design internal power || 0.5331 mW
|-
| DR WL met2 || 608 um
|-
| Vias per std cell || 3.093
|-
| Area reported by Yosys stat || 332.8 sq um
|-
| Number of top-level pins || 19
|-
| Ys cells || 34
|-
| Total met3 wirelength after detailed routing || 51 um
|-
| Seq pwr share || 0.461
|-
| Total negative setup slack || 0 ns
|-
| Number of global-route vias before repair || 362
|-
| DRC violation count after routing || 0
|-
| Pre-CTS setup slack || -0.05211 ns
|-
| Overall via count from detail_route || 334
|-
| Final Power || 0.6903 mW
|}
-- placed cells by master (no fill, tap or decap) --
cell type	synthesis	final
buf_4	0	8
buf_12	0	1
dlygate4sd2_1	0	8
dfxtp_2	0	8
clkdlybuf4s50_1	0	10
clkbuf_4	0	3
mux2i_1	8	8
o21ai_1	8	8
nand2_1	8	8
-- power by group through the flow --
stage	Combinational, mW	Sequential [mW]	Clock (mW)
after CTS	0.177	0.320	0.205
after global routing	0.191	0.322	0.224
final	0.173	0.318	0.199
-- final cells by class --
type	count	share of cell area
repair buffers	27	0.3846
flip-flops and latches	8	0.2615
multi-input cells	24	0.2308
clock buffers	3	0.03462
well taps	46	0.08846
-- what timing repair did --
| item | in CTS | in global routing |
|---|---|---|
| setup buffers | 6 | 0 |
| resized | 16 | 0 |
| endpoints found under the setup margin | 8 | 0 |
| hold buffers | 0 | 0 |
-- routing by layer --
metal,track usage,up-vias
met5,0,-
met4,0.01408,0
met3,0.005682,2
met2,0.06260,8
met1,0.03351,151
li1,-,173
-- worst reg2reg max path, delay by kind of cell, from the launching register on --
kind	cells	cell delay [ns]
flops	1	0.32
mux	1	0.14
buf+inv	1	0.13
compound gates	1	0.07
-- worst max path at each step --
stage	endpoint	slack (ns)	cells after the start
global route	Q[0]	0.11	1
finish	Q[7]	0.14	1
CTS	Q[0]	0.12	1
-- synthesized netlist by cell type (all sizes together) --
| cell type | number |
|---|---|
| nand2 | 8 |
| dfxtp | 8 |
| buf | 2 |
| mux2i | 8 |
| o21ai | 8 |
-- cells by family after synthesis --
group                  count (synthesis)  share of synthesized area
AND-OR/OR-AND                          8                     0.1203
flip-flops                             8                     0.4812
multiplexers                           8                     0.2406
AND/OR/NAND/NOR                        8                    0.09023
buffers and inverters                  2                    0.06766
-- per-stage QoR --
| step | utilization | hold slack (ns) | instances |
|---|---|---|---|
| floorplan | - | 0.3388 | 34 |
| global placement | 0.1707 | 0.5439 | 99 |
| detailed placement | 0.1707 | 0.5579 | 99 |
| CTS | 0.1905 | 0.5318 | 108 |
| global route | 0.1905 | 0.5523 | 108 |
| finish | 0.1905 | 0.5320 | 108 |
Power and IR drop assume default switching activity.
