<file path="flow/constraint.sdc">
current_design Adder

set clk_period 3.1
set clk_io_pct 0.2

create_clock -name clk0 -period $clk_period

set non_clock_inputs [all_inputs -no_clocks]
set_input_delay [expr $clk_period * $clk_io_pct] -clock clk0 $non_clock_inputs
set_output_delay [expr $clk_period * $clk_io_pct] -clock clk0 [all_outputs]
</file>
<file path="flow/run.sh">
#!/bin/bash
# OpenROAD 26Q1-2900-gdf79404cd8, Yosys 0.63+post, stock flow scripts
make -C /OpenROAD-flow-scripts/flow DESIGN_CONFIG=/design/flow/config.mk WORK_HOME=/design/flow/orfs finish
</file>
<file path="flow/config.mk">
export PLATFORM = sky130hd
export DESIGN_NAME = Adder
export DESIGN_NICKNAME = Adder
export VERILOG_FILES = /design/flow/design.v
export SDC_FILE = /design/flow/constraint.sdc
export NUM_CORES = 4
export LEC_CHECK = 1
export CORE_AREA = 10 10 70 70
export DIE_AREA = 0 0 80 80
</file>
<file path="flow/design.v">
`timescale 1ns / 1ps
module Adder(
    input [w-1:0] a, b,
    output [w:0] s
    );
    parameter w = 8;
wire [w:0] carry;
assign carry[0] = 1'b0;
genvar i;
generate
    for(i = 0; i < w; i = i + 1) begin
        Full_Adder Si (a[i], b[i], carry[i], s[i], carry[i+1]);
    end
endgenerate
assign s[w] = carry[w];
endmodule
`timescale 1ns / 1ps
module Full_Adder(
    input a, b, cin,
    output s, cout
    );
    assign s = a ^ b ^ cin;
    assign cout = (a & b) | (b & cin) | (a & cin);
endmodule
</file>
==> flow_summary.yaml <==
# generated from flow reports
run_status:
  status: "finished, violations left"
  failed_checks: "setup timing"
pwr:
  p_total_uw: 74.5
  p_per_area_mw_per_mm2: 153
  leakage_uw: 0.000185
  peakVddDrop_mv: 0.0604
global_routing:
  grt_max_degree: 2
  grt_usage_pct: 2.07
  grt_pass1_wl_um: 1030
  antenna_found_initial: 0
  grt_overflow: 0
  grt_pass1_vias: 203
setup_path:
  cp_max_fo: 1
  cp_slowest_cell: "fa_2"
  worstSetupStartpointType: "input pin"
  arrival_ns: 3.52
  cp_common_cell: "fa_2"
  critical_path_required_ns: 2.48
  path_class: "in -> out"
  max_stage_delay_ns: 0.41
  end_kind: "primary output"
  crit_chain: "buf_6, ha_4, fa_2, fa_2, fa_2, fa_2, fa_2, fa_2, inv_2, fa_2, inv_1, buf_2"
place:
  port_buffers: 25
  hpwl_um: 741
  placed_area_um2: 509
  place_worst_setup_slack_ns: -1.84
  place_congestion: 0.829
synth:
  synth_cell_types: 4
  netlist_area_um2: 239
  ys_seq_share_pct: 0
  yosys-stat-area_um2: 239
  ys_top_cells_by_area: "fa_1 (59%), buf_4 (28%), inv_1 (7.9%)"
  yosys_warnings: 0
  post_synth.cell_area_avg_um2: 10.9
  top_cell: "buf_4"
  synth_cells: 22
  synth.top_cells.by_count: "buf_4 (9), fa_1 (7), inv_1 (5)"
  yosysTopAreaCell: "fa_1"
  ys_cells: 22
  synth_top_area_share_pct: 58.6
floorplanning:
  die_y_um: 80
  die_x_um: 80
  core-area_mm2: 0.00342
  fp_util_pct: 7.00
  dieArea_mm2: 0.00640
  io_pins: 25
  row_count: 21
layout:
  syn_to_final_growth_pct: 104
  ff_count: 0
  fill_cells: 401
  multiInputGateArea_um2: 183
  fin_area_um2: 487
  clockBufferCount: 0
  drive_gt1_share_pct: 47.4
  layout.area.seq_um2: 0
timing:
  fmax_mhz: 241
  rsz0062_at_grt: "yes"
  tightest_slew_ns: 0.113
  finalCritPeriodShare_pct: 134
  slew_headroom_pct: 92.4
  setup_ws_ns: -1.04
  drv_slew: 0
  finalSetupViolations: 5
  min_period_ns: 4.14
  finalHoldViolCount: 0
detailed_routing:
  drt_iter0_drc: 0
  dr_wl_met2_um: 190
  vias: 184
  topRoutingLayerUsed: "met3"
  drtPass1Iterations: 1
  wl_um: 727
  wirelength_met1_um: 372
  diodes: 0
  antenna_left: 0
  via_per_inst: 2.19
  remaining_drc_errors: 0
  wl_per_cell_um: 8.65
  wl_met3_um: 163
job:
  tool_warnings: 35
  max_cap_violations: 0
cts:
  holdBufCountCts: 0
min_path:
  worstHoldPathType: "in -> out"
==> critical path: cells and delay by family <==
| kind | cells | cell delay [ns] |
|---|---|---|
| adder cells (fa/ha/maj) | 8 | 2.59 |
| buffers and inverters | 4 | 0.30 |
==> cell type report <==
class,count,area share (%)
tap,46,11.8
timing repair buffer,25,46.8
multi-input combinational,8,37.5
inverter,5,3.86
==> routing by layer <==
| layer | track usage, % | vias up |
|---|---|---|
| li1 | - | 85 |
| met1 | 3.32 | 75 |
| met2 | 2.25 | 24 |
| met3 | 1.36 | 0 |
| met4 | 0 | 0 |
| met5 | 0 | - |
==> kinds of logic (layout without fill, tap and decap cells) <==
logic type,after synthesis,after routing,share of synthesized area [%]
buffers and inverters,14,30,36.1
adder cells (fa/ha/maj),8,8,63.9
==> metrics by stage <==
step                      util (%)  cells  setup TNS [ns]  hold WS [ns]
after floorplan                  -     22           -2.33          1.41
after global placement        14.9     84           -7.19          2.30
after detailed placement      14.9     84           -7.29          2.30
after CTS                     14.2     84           -3.75          1.88
after global routing          14.2     84           -3.25          1.88
final                         14.2     84           -2.91          1.87
==> where the power goes <==
| part | switching, uW | internal, uW |
|---|---|---|
| Sequential | 0 | 0 |
| Clock | 0 | 0 |
| Combinational | 22.6 | 51.9 |
==> what timing repair did <==
action / CTS / global route
setup endpoints to repair: 7 / 5
buffers inserted: 0 / 0
gates resized: 30 / 4
pin swaps: 8 / 8
==> worst paths after layout <==
path / start / slack [ns] / cells past startpoint / end
max: a[0] / -1.04 / 12 / s[7]
min: b[0] / 1.87 / 3 / s[0]
==> placed cells by master, fill, tap and decap left out <==
| cell | Yosys | routed |
|---|---|---|
| clkdlybuf4s50_1 | 0 | 15 |
| fa_2 | 0 | 7 |
| buf_2 | 0 | 4 |
| inv_1 | 5 | 3 |
| buf_6 | 0 | 3 |
| inv_2 | 0 | 2 |
| ha_4 | 0 | 1 |
| clkdlybuf4s15_1 | 0 | 1 |
| clkbuf_2 | 0 | 1 |
| dlygate4sd2_1 | 0 | 1 |
Power figures rest on the tool's default switching activity, not on a simulated workload.
